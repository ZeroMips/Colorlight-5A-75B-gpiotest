<file path="design/flow/design.v">
`default_nettype none              
`timescale 1ns/1ps
module gpiotest_main (
	output logic J1_0,
	output logic J1_1,
	output logic J1_2,
	output logic J1_3,
	output logic J1_4,
	output logic J1_5,
	output logic J2_0,
	output logic J2_1,
	output logic J2_2,
	output logic J2_3,
	output logic J2_4,
	output logic J2_5,
	output logic J3_0,
	output logic J3_1,
	output logic J3_2,
	output logic J3_3,
	output logic J3_4,
	output logic J3_5,
	output logic J4_0,
	output logic J4_1,
	output logic J4_2,
	output logic J4_3,
	output logic J4_4,
	output logic J4_5,
	output logic J5_0,
	output logic J5_1,
	output logic J5_2,
	output logic J5_3,
	output logic J5_4,
	output logic J5_5,
	output logic J6_0,
	output logic J6_1,
	output logic J6_2,
	output logic J6_3,
	output logic J6_4,
	output logic J6_5,
	output logic J7_0,
	output logic J7_1,
	output logic J7_2,
	output logic J7_3,
	output logic J7_4,
	output logic J7_5,
	output logic J8_0,
	output logic J8_1,
	output logic J8_2,
	output logic J8_3,
	output logic J8_4,
	output logic J8_5,
	input wire logic    clk_i          
);
localparam      CNT_BITS = 28;               
logic [CNT_BITS-1:0] counter;                
initial begin
	counter =  '0;
end
always_ff @(posedge clk_i) begin
	counter <= counter + 1'b1;
end
logic [5:0]     seq;     
assign          seq = counter[CNT_BITS-7+:6];  
always_ff @(posedge clk_i) begin
	J1_0     <= 1'b0;
	J1_1     <= 1'b0;
	J1_2     <= 1'b0;
	J1_3     <= 1'b0;
	J1_4     <= 1'b0;
	J1_5     <= 1'b0;
	J2_0     <= 1'b0;
	J2_1     <= 1'b0;
	J2_2     <= 1'b0;
	J2_3     <= 1'b0;
	J2_4     <= 1'b0;
	J2_5     <= 1'b0;
	J3_0     <= 1'b0;
	J3_1     <= 1'b0;
	J3_2     <= 1'b0;
	J3_3     <= 1'b0;
	J3_4     <= 1'b0;
	J3_5     <= 1'b0;
	J4_0     <= 1'b0;
	J4_1     <= 1'b0;
	J4_2     <= 1'b0;
	J4_3     <= 1'b0;
	J4_4     <= 1'b0;
	J4_5     <= 1'b0;
	J5_0     <= 1'b0;
	J5_1     <= 1'b0;
	J5_2     <= 1'b0;
	J5_3     <= 1'b0;
	J5_4     <= 1'b0;
	J5_5     <= 1'b0;
	J6_0     <= 1'b0;
	J6_1     <= 1'b0;
	J6_2     <= 1'b0;
	J6_3     <= 1'b0;
	J6_4     <= 1'b0;
	J6_5     <= 1'b0;
	J7_0     <= 1'b0;
	J7_1     <= 1'b0;
	J7_2     <= 1'b0;
	J7_3     <= 1'b0;
	J7_4     <= 1'b0;
	J7_5     <= 1'b0;
	J8_0     <= 1'b0;
	J8_1     <= 1'b0;
	J8_2     <= 1'b0;
	J8_3     <= 1'b0;
	J8_4     <= 1'b0;
	J8_5     <= 1'b0;
	case (seq)
		6'h00:  J1_0     <= 1'b1;
		6'h01:  J1_1     <= 1'b1;
		6'h02:  J1_2     <= 1'b1;
		6'h03:  J1_3     <= 1'b1;
		6'h04:  J1_4     <= 1'b1;
		6'h05:  J1_5     <= 1'b1;
		6'h06:  J2_0     <= 1'b1;
		6'h07:  J2_1     <= 1'b1;
		6'h08:  J2_2     <= 1'b1;
		6'h09:  J2_3     <= 1'b1;
		6'h0a:  J2_4     <= 1'b1;
		6'h0b:  J2_5     <= 1'b1;
		6'h0c:  J3_0     <= 1'b1;
		6'h0d:  J3_1     <= 1'b1;
		6'h0e:  J3_2     <= 1'b1;
		6'h0f:  J3_3     <= 1'b1;
		6'h10:  J3_4     <= 1'b1;
		6'h11:  J3_5     <= 1'b1;
		6'h12:  J4_0     <= 1'b1;
		6'h13:  J4_1     <= 1'b1;
		6'h14:  J4_2     <= 1'b1;
		6'h15:  J4_3     <= 1'b1;
		6'h16:  J4_4     <= 1'b1;
		6'h17:  J4_5     <= 1'b1;
		6'h18:  J5_0     <= 1'b1;
		6'h19:  J5_1     <= 1'b1;
		6'h1a:  J5_2     <= 1'b1;
		6'h1b:  J5_3     <= 1'b1;
		6'h1c:  J5_4     <= 1'b1;
		6'h1d:  J5_5     <= 1'b1;
		6'h1e:  J6_0     <= 1'b1;
		6'h1f:  J6_1     <= 1'b1;
		6'h20:  J6_2     <= 1'b1;
		6'h21:  J6_3     <= 1'b1;
		6'h22:  J6_4     <= 1'b1;
		6'h23:  J6_5     <= 1'b1;
		6'h24:  J7_0     <= 1'b1;
		6'h25:  J7_1     <= 1'b1;
		6'h26:  J7_2     <= 1'b1;
		6'h27:  J7_3     <= 1'b1;
		6'h28:  J7_4     <= 1'b1;
		6'h29:  J7_5     <= 1'b1;
		6'h2a:  J8_0     <= 1'b1;
		6'h2b:  J8_1     <= 1'b1;
		6'h2c:  J8_2     <= 1'b1;
		6'h2d:  J8_3     <= 1'b1;
		6'h2e:  J8_4     <= 1'b1;
		6'h2f:  J8_5     <= 1'b1;
		default:    ;
	endcase
end
endmodule
`default_nettype wire                
</file>
<file path="design/flow/run.sh">
#!/bin/bash
# OpenROAD 26Q1-2900-gdf79404cd8, Yosys 0.63+post, stock flow scripts
make -C /OpenROAD-flow-scripts/flow DESIGN_CONFIG=/design/flow/config.mk WORK_HOME=/design/flow/orfs finish
</file>
<file path="design/flow/config.mk">
export PLATFORM = sky130hd
export DESIGN_NAME = gpiotest_main
export DESIGN_NICKNAME = gpiotest_main
export VERILOG_FILES = /design/flow/design.v
export SDC_FILE = /design/flow/constraint.sdc
export NUM_CORES = 4
export LEC_CHECK = 1
export CORE_UTILIZATION = 30
</file>
<file path="design/flow/constraint.sdc">
current_design gpiotest_main

set clk_period 4.4
set clk_io_pct 0.2

create_clock -name clk0 -period $clk_period [get_ports {clk_i}]

set non_clock_inputs [all_inputs -no_clocks]
set_input_delay [expr $clk_period * $clk_io_pct] -clock clk0 $non_clock_inputs
set_output_delay [expr $clk_period * $clk_io_pct] -clock clk0 [all_outputs]
</file>
==> run summary <==
The flow run is done. The critical path is of the reg2out type. In this run the worst setup path terminates at J4_4. The floorplan has 32 rows. In this run the tools logged warnings totalling 25.

Max-cap violations in this run came to 0. Total global-route track usage over all layers is a little under an eighth. Sorting the synthesized cells by area gives the leading types as sky130_fd_sc_hd__dfxtp_1 63%, sky130_fd_sc_hd__nor2_1 8.4%, sky130_fd_sc_hd__xnor2_1 5.2%, sky130_fd_sc_hd__xor2_1 4.1%, sky130_fd_sc_hd__nand2_1 3.3%. Power density over the cells landed at 378.3 nW/um2.

The clock arrives with 0.005405 ns of skew. STA classifies the critical path endpoint as an output pin. The post-placement cell area is 2935 um2. Clock latency on the worst-skew pair landed at 0.34 ns. Yosys cell count landed at between 200 and 250. Data on the critical path is required at its endpoint by 3.52 ns. Met1 track demand over resource in global routing landed at 16.29%. Average instance area after synthesis landed at 10.11 um2. The via count of the first global-routing pass was 1,492. The worst-case IR drop observed on VDD is between 0.2 and 0.3 mV. In the final layout, the share of cells above drive strength 1 is 7.343%. Number of DRC markers in iteration 0 landed at 67. Hold-check failures listed in the final report amount to 0.

Quantity of hold-fixing buffers added after cts landed at 0. Compared with the post-synthesis result, the final layout area differs by 31.60%. First-pass detailed-route iteration total landed at 4. Core area landed at between 7000 and 8000 um2. Sequential cell area fraction in the yosys report landed at a little over three fifths.

Number of stages on the worst setup path landed at 1. First-pass GRT wire length landed at roughly 7.3 mm. Setup repair after global routing left no endpoint under its margin. Summed over all layers, the global routing overflow is 0. Count of buffers inserted at the top-level ports landed at around 48. Worst-case register-to-register setup slack landed at 2.79 ns. Count of antenna-violating nets left after detailed routing landed at 0. Number of max-slew violations in the final report landed at 0. Area of the chip landed at 8280 um2. Aggregate negative setup slack landed at 0 ns. Number of diodes landed at 0.

From bottom edge to top edge, the die measures 91.00 um. Area share of the largest cell type after synthesis landed at 63.19%. Count of pins on the block boundary landed at 49. Count of yosys warnings during synthesis landed at 1. In this run, CTS created clock tree buffers numbering 9.

The worst register-to-register path ends at counter[26]. Total via count after detailed routing landed at 1,599. After routing the design area is 3127 um2. STA classifies the critical path startpoint as a register.

In this run the worst setup path begins at J4_4. Number of flops mapped to enable cells by yosys landed at 0. Number of remaining DRC errors landed at 0.

Post-layout period usage of the worst path landed at 45.61%. Together, buffers and inverters on the worst path number 1. Entering global routing, the biggest net connects 17 pins. In the post-synthesis netlist, the cell with the most instances is sky130_fd_sc_hd__dfxtp_1. On the critical path the data arrives at 1.13 ns. Final weighted congestion of routability-driven global placement landed at 0.7775. The most critical min-delay path falls under reg2reg. The synthesis stat section lists a flop and latch total of 75.

Final setup slack of the worst path landed at 2.393 ns. Die boundary width landed at 91.00 um. In the synthesized netlist the dominant register cell turns out to be sky130_fd_sc_hd__dfxtp_1. Count of distinct cell types in the synthesized netlist landed at 24.

Logic depth along the worst register-to-register path is recorded as 5. Among all stages on the critical path, the largest delay is contributed by sky130_fd_sc_hd__clkdlybuf4s50_1. In this run the clock root is driven by a sky130_fd_sc_hd__clkbuf_8.

The report lists the cells along the critical path as clkdlybuf4s50_1. Core utilization at floorplan landed at 30.91%. After synthesis, the most frequently instantiated cells are 75 x sky130_fd_sc_hd__dfxtp_1, 53 x sky130_fd_sc_hd__nor2_1, 21 x sky130_fd_sc_hd__nand2_1. Looking at the reg2reg group, the worst path starts from counter[0]. The timing report gives the biggest stage delay along the critical path as 0.45 ns. Logged for this run, the post-placement worst setup slack is 2.757 ns.

Per the detailed-route log, wirelength across all metal layers totals approximately 4.3 mm. The initial antenna violation count was 0. The run finished with clean final reports. After clock tree synthesis, the setup repair step added 0 buffers. TritonCTS built the clock tree. The register with the most flip-flops in the layout has 27 of them. Met3 track demand over resource landed at 3.997%.

Total cell area reported by yosys after synthesis landed at ~2400 um2. Async set or reset register ratio after synthesis landed at 0%. The largest total area in the synthesized netlist belongs to sky130_fd_sc_hd__dfxtp_1.

Relative slew slack landed at 54.83%. Leakage power landed at 1.103 nW. After clock tree synthesis, the repair step resized 0 gates. The smallest clock period supported by the final layout is computed as 2.007 ns. Measured slew at the worst slew-check pin landed at 0.6776 ns.

The register with the most flip-flops in the final layout is counter. In this design, the largest share of critical-path delay is due to buffers and inverters. Combined area of all synthesized cells landed at approximately 2400 um2. Global routing consumed, on the met2 layer, 17.36% of the routing resources.

Maximum fanout along the worst path landed at 1. The clock passes through at most 2 buffers. Synthesis produced a netlist whose cell count is roughly 240.

Number of levels in the clock H-tree landed at 3. Timing would allow up to 498.3 MHz. On the worst setup and hold paths after CTS, the clock-pin slew comes to 0.07 ns. The script logs the mean routed wire length per placed instance as 10.99 um. Number of clock sinks landed at 75. Detailed placement HPWL landed at 2.937 mm. Per the GRT log, the top usage layer is met2.

Number of endpoints failing setup at the final stage landed at 0. Average via count per standard cell landed at 4.121.
==> layer usage <==
metal / vias to the layer above / share of wire [%] / routed length [um]
li1: 848 / - / -
met1: 696 / 48 / 2037
met2: 50 / 45 / 1909
met3: 5 / 6.3 / 269
met4: 0 / 1.1 / 46
met5: - / 0 / 0
==> how the worst min path moves through the flow <==
stage | slack, ns | startpoint | end | cells past startpoint
4_1_cts | 0.41 | counter[0] | counter[0] | 1
5_1_grt | 0.43 | counter[0] | counter[0] | 1
6_report | 0.41 | counter[0] | counter[0] | 1
==> logic make-up after synthesis <==
group / count (synthesis) / synth area share (%)
adder cells (fa/ha/maj): 1 / 0.5265
buffers and inverters: 14 / 2.369
XOR/XNOR: 25 / 9.215
AND/OR/NAND/NOR: 120 / 24.70
flip-flops: 75 / 63.19
==> area by class of cell <==
type | instances | area (um2)
clock buffer | 9 | 123.9
clock inverter | 6 | 67.56
fill | 748 | 4561
inverter | 2 | 7.507
multi-input combinational | 146 | 818.3
sequential | 75 | 1501
tap | 102 | 127.6
timing repair buffer | 48 | 480.5
==> power breakdown <==
part           leakage [nW]  switching [mW]  internal, mW   total (mW)
Sequential            0.604               0         0.678        0.678
Combinational         0.408               0             0  0.000000408
Clock                0.0913           0.245         0.259        0.505
Total                  1.10           0.245         0.937         1.18
==> metrics by stage <==
stage | instances | hold WS [ns] | utilization (%) | power [mW]
6_report | 388 | 0.4114 | 40.67 | 1.183
2_1_floorplan | 235 | 0.3827 | - | 0.6940
4_1_cts | 388 | 0.4141 | 40.67 | 1.199
3_5_place_dp | 373 | 0.3972 | 38.18 | 0.6940
3_3_place_gp | 373 | 0.3917 | 38.18 | 0.6940
5_1_grt | 388 | 0.4310 | 40.67 | 1.238
==> placed cells by master, fill, tap and decap left out, types with 4 or more instances in the layout <==
| cell type | n |
|---|---|
| sky130_fd_sc_hd__clkbuf_8 | 9 |
| sky130_fd_sc_hd__clkdlybuf4s50_1 | 48 |
| sky130_fd_sc_hd__dfxtp_1 | 75 |
| sky130_fd_sc_hd__nand2_1 | 21 |
| sky130_fd_sc_hd__nand3_1 | 12 |
| sky130_fd_sc_hd__nand4_1 | 9 |
| sky130_fd_sc_hd__nor2_1 | 53 |
| sky130_fd_sc_hd__nor2b_1 | 4 |
| sky130_fd_sc_hd__xnor2_1 | 14 |
| sky130_fd_sc_hd__xor2_1 | 11 |
No activity file was given, so power comes from the tool's default toggle rates.
